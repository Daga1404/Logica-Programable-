### flow/config.mk
export PLATFORM = sky130hd
export DESIGN_NAME = top_loopback
export DESIGN_NICKNAME = top_loopback
export VERILOG_FILES = /design/flow/design.v
export SDC_FILE = /design/flow/constraint.sdc
export NUM_CORES = 4
export LEC_CHECK = 1
export CORE_UTILIZATION = 50
### flow/design.v
module debounce (
    input clk,
    input btn,
    output reg out
);
    reg [15:0] counter;
    reg btn_sync_0, btn_sync_1;
    always @(posedge clk) begin
        btn_sync_0 <= btn;
        btn_sync_1 <= btn_sync_0;
    end
    always @(posedge clk) begin
        if (btn_sync_1)
            counter <= counter + 1;
        else
            counter <= 0;
    end
    always @(posedge clk) begin
        if (counter == 16'hFFFF)
            out <= 1;
        else
            out <= 0;
    end
endmodule
module receiver #(
    parameter COUNTS_PER_BIT = 434,
    parameter DATA_BITS = 8,
    parameter CLOCK_CTR_WIDTH = 32,
    parameter D_IDX_WIDTH = (DATA_BITS > 1) ? $clog2(DATA_BITS) : 1
)(
    input serial_data_in,
    input clk,
    input rst, 
    input [1:0] parity_type, 
    output reg parity_error,
    output reg [DATA_BITS-1:0] parallel_out
);
    localparam base_freq = 50_000_000;
    localparam baudrate  = 115_200;
    localparam counts_per_bit_calc = base_freq / baudrate;
    localparam RX_IDLE   = 0;
    localparam RX_START  = 1;
    localparam RX_DATA   = 2;
    localparam RX_PARITY = 3;
    localparam RX_STOP   = 4;
    reg [2:0] active_state;
    reg [1:0] parity_type_reg;
    reg [CLOCK_CTR_WIDTH-1:0] clock_ctr;
    reg [D_IDX_WIDTH-1:0] d_idx;
    reg [DATA_BITS-1:0] data_reg; 
    wire calc_parity = ^data_reg;
    always @(posedge clk or negedge rst) begin
        if (!rst) begin
            active_state    <= RX_IDLE;
            parallel_out    <= 0;
            data_reg        <= 0;
            clock_ctr       <= 0;
            d_idx           <= 0;
            parity_type_reg <= 0;
            parity_error    <= 0;
        end else begin
            parity_type_reg <= parity_type;
            case (active_state)
                RX_IDLE: begin
                    d_idx <= 0;
                    clock_ctr <= 0;
                    parity_error <= 0;
                    if (~serial_data_in)
                        active_state <= RX_START;
                end
                RX_START: begin
                    if (clock_ctr < ((counts_per_bit_calc - 1)/2))
                        clock_ctr <= clock_ctr + 1;
                    else begin
                        if (~serial_data_in) begin 
                            clock_ctr   <= 0;
                            active_state <= RX_DATA;
                        end else
                            active_state <= RX_IDLE; 
                    end
                end
                RX_DATA: begin
                    if (clock_ctr < counts_per_bit_calc - 1)
                        clock_ctr <= clock_ctr + 1;
                    else begin
                        data_reg[d_idx] <= serial_data_in;
                        clock_ctr <= 0;
                        d_idx <= (d_idx < DATA_BITS - 1) ? d_idx + 1 : 0;
                        active_state <= (d_idx == DATA_BITS - 1) ? RX_PARITY : RX_DATA;
                    end
                end
                RX_PARITY: begin
                    if (parity_type_reg != 0) begin
                        parity_error <= (parity_type_reg == 1) ? 
                                        (calc_parity != serial_data_in) : 
                                        (calc_parity == serial_data_in);
                    end
                    if (clock_ctr < counts_per_bit_calc - 1)
                        clock_ctr <= clock_ctr + 1;
                    else begin
                        clock_ctr   <= 0;
                        active_state <= RX_STOP;
                    end
                end
                RX_STOP: begin
                    if (clock_ctr < counts_per_bit_calc - 1)
                        clock_ctr <= clock_ctr + 1;
                    else begin
                        clock_ctr   <= 0;
                        if (serial_data_in && !parity_error)
                            parallel_out <= data_reg;
                        active_state <= RX_IDLE;
                    end
                end
                default: active_state <= RX_IDLE;
            endcase
        end
    end
endmodule
module top_loopback (
    input clk,           
    input rst,           
    input btn,          
    input [7:0] sw,     
    output [7:0] leds,  
    output serial_tx,   
    input serial_rx    
);
    wire send_pulse;
    debounce debouncer (
        .clk(clk),
        .btn(btn),
        .out(send_pulse)
    );
    tx transmitter (
        .data(sw),
        .send_data(send_pulse),
        .clk(clk),
        .rst(rst),
        .serial_out(serial_tx)
    );
    receiver #(
        .COUNTS_PER_BIT(434),
        .DATA_BITS(8)
    ) uart_receiver (
        .serial_data_in(serial_rx),
        .clk(clk),
        .rst(rst),
        .parity_type(2'b01),  
        .parity_error(),    
        .parallel_out(leds)
    );
endmodule
module tx(
    input [7:0] data,
    input send_data,
    input clk,
    input rst,
    output reg serial_out
);
    localparam base_freq      = 50_000_000;
    localparam baudrate       = 115_200;
    localparam counts_per_bit = base_freq / baudrate;
    localparam TX_IDLE   = 0;
    localparam TX_START  = 1;
    localparam TX_DATA   = 2;
    localparam TX_PARITY = 3;
    localparam TX_STOP   = 4;
    reg [2:0] active_state;
    reg [31:0] clock_ctr;
    reg [2:0] d_idx;
    reg [3:0] one_count;
    always @(posedge clk or negedge rst) begin
        if (!rst) begin
            active_state <= TX_IDLE;
            serial_out   <= 1;
            clock_ctr    <= 0;
            d_idx        <= 0;
            one_count    <= 0;
        end else begin
            case (active_state)
                TX_IDLE: begin
                    serial_out <= 1;
                    if (send_data) begin
                        active_state <= TX_START;
                        clock_ctr    <= 0;
                        d_idx        <= 0;
                        one_count    <= 0;
                    end
                end
                TX_START: begin
                    serial_out <= 0;  
                    if (clock_ctr < counts_per_bit - 1)
                        clock_ctr <= clock_ctr + 1;
                    else begin
                        clock_ctr   <= 0;
                        active_state <= TX_DATA;
                    end
                end
                TX_DATA: begin
                    serial_out <= data[d_idx];
                    one_count  <= one_count + (data[d_idx] ? 1 : 0);
                    if (clock_ctr < counts_per_bit - 1)
                        clock_ctr <= clock_ctr + 1;
                    else begin
                        clock_ctr <= 0;
                        d_idx <= (d_idx < 7) ? d_idx + 1 : 0;
                        active_state <= (d_idx == 7) ? TX_PARITY : TX_DATA;
                    end
                end
                TX_PARITY: begin
                    serial_out <= (one_count % 2);
                    if (clock_ctr < counts_per_bit - 1)
                        clock_ctr <= clock_ctr + 1;
                    else begin
                        clock_ctr   <= 0;
                        active_state <= TX_STOP;
                    end
                end
                TX_STOP: begin
                    serial_out <= 1; 
                    if (clock_ctr < counts_per_bit - 1)
                        clock_ctr <= clock_ctr + 1;
                    else begin
                        clock_ctr   <= 0;
                        active_state <= TX_IDLE;
                    end
                end
                default: active_state <= TX_IDLE;
            endcase
        end
    end
endmodule
### flow/constraint.sdc
current_design top_loopback

set clk_period 5.5
set clk_io_pct 0.2

create_clock -name clk0 -period $clk_period [get_ports {clk}]

set non_clock_inputs [all_inputs -no_clocks]
set_input_delay [expr $clk_period * $clk_io_pct] -clock clk0 $non_clock_inputs
set_output_delay [expr $clk_period * $clk_io_pct] -clock clk0 [all_outputs]
### flow/run.sh
#!/bin/bash
# OpenROAD 26Q1-2900-gdf79404cd8, Yosys 0.63+post, stock flow scripts
make -C /OpenROAD-flow-scripts/flow DESIGN_CONFIG=/design/flow/config.mk WORK_HOME=/design/flow/orfs finish
==> run summary <==
yosys + openroad results -> status=finished, final reports clean, Setup Crit Path Kind=in2reg, Clock Skew=roughly 0.0071 ns, Final Hold Fails=0, core area=roughly 11000 sq um, Worst Hold Class=reg2reg, Peak VDD IR=about 0.00040 V, #FFs+latches synth=between 100 and 150, wire length of the first global-routing pass=18.13 mm, Mean Syn Cell Area=between 10 and 15 sq um, placed cells=675, number of buffers created by CTS=17, routability cong.=about 0.85, critical path launch point type=input pin, Arrival @ worst endpoint=3.09 ns, vias in the first global route=about 3800, Die Size=approximately 12000 sq um, RSZ-0062 raised after global routing=false, min cycle time layout=2.804 ns, worst-margin pin slew=0.8523 ns, CTS hold repair buffers=0, Die Ht=108.8 um, # IOs=21, yosys stat area=5704 sq um, Top cell excl fill/tap=dfrtp_1, Routed WL=between 10 and 15 mm, Synth Flop Type=dfrtp_1, Leakage Power=roughly 2.9 nW, PortBufs=20, post-route ant nets=0, placed cell area=6000 sq um, synthesis-to-layout area growth=15.92%, proportion of layout cells with a drive suffix above 1=12.70%, Post-Layout Cell Count=approximately 700, initial antenna violation count=0, Min-Delay Path Depth=0, synth warn=3, via count=roughly 4000, PwrDens=roughly 360 nW/um^2, Crit Path Max Fanout=12, Post-synth EDFFs=0, Top cells excl fill/tap=dfrtp_1 (97), nor2_1 (39), nand2_1 (39), nand3_1 (28), and2_1 (24), CTS tree=yes, Critical Path End Type=register, Log Warnings=30, ys cells=around 530, Final period util=approximately half, required time of the critical path=approximately 5.8 ns, biggest regs=transmitter.clock_ctr (32), uart_receiver.clock_ctr (32), debouncer.counter (16), Setup violations, final=0, CTS H-Tree Depth=4, FF-to-FF path depth=7, chip width=roughly 110 um, fp_density=between 50% and 60%, synth unique cells=72, Design Area, Final=approximately 6600 sq um, clock slew at reported path FFs=0.05 ns, CTS root buf=clkbuf_16, largest net degree at the start of global routing=59, n_diodes=0, post-CTS sizing=0, Post-CTS Setup Bufs=0, Synth Instances=530, max frequency=around 360 MHz, Initial DRC Count=298, Via density=~5.6, WHS=roughly 0.32 ns, Mapped Area=roughly 5700 sq um, relative slew slack=43.18%, GRT Total Usage=between 20% and 30%, Remaining DRCs=0, Sink Count=119, CTS max path bufs=2, Overflow after GRT=0, Async SR Flop Fraction=between 80% and 90%, Sum Neg Setup Slack=0 ns, max-slew violation count=0, routed len/inst=14.61 um, fin util=approximately 60%, DP HPWL=between 6 and 7 mm, number of placement rows=38, first drt pass iteration count=4, sequential fraction of the synthesis area=50.60%, total of max-cap violations=0, clock latency on the worst-skew pair=0.40 ns
-- final cells by class --
class,instances,area (sq um)
Fill cell,892,4370
Sequential cell,119,2887
Multi-Input combinational cell,377,2661
Clock buffer,27,588.1
Timing Repair Buffer,22,212.7
Tap cell,140,175.2
Inverter,17,63.81
Clock inverter,5,25.02
-- Yosys cell counts, types with 4 or more instances --
library cell,instances,area (sq um)
dfrtp_1,97,2427
nand2_1,39,146.4
nor2_1,39,146.4
nand3_1,28,140.1
and2_1,24,150.1
nor2b_1,22,137.6
dfxtp_1,19,380.4
inv_1,17,63.81
xnor2_1,17,148.9
a21oi_1,15,75.07
mux2_2,15,168.9
o21ai_0,15,75.07
ha_1,12,150.1
nor4_1,12,75.07
a31oi_1,11,68.82
nor3_1,11,55.05
and3_1,9,56.30
mux2i_1,9,90.09
nand4_1,9,56.30
xor2_1,9,78.83
buf_2,8,40.04
nand2b_1,6,37.54
clkbuf_1,5,18.77
o22ai_1,5,31.28
or3_1,5,31.28
nor4_4,4,85.08
o21ai_1,4,20.02
-- cells by family after synthesis --
group                      count (synthesis)  synth area share [%]
muxes                                     27                 5.593
DFF                                      119                 50.60
and+or+nand+nor                          222                 22.33
buffers and inverters                     34                 2.742
other                                      1               0.06574
AOI/OAI and AO/OA                         88                 11.65
xor gates and xnor gates                  27                 4.387
adders and majority gates                 12                 2.632
-- path summary, 6_finish.rpt --
path,end,slack (ns),startpoint
setup / recovery,uart_receiver.parallel_out[0]$_DFFE_PN0P_,2.70,serial_rx
hold / removal,debouncer.btn_sync_1$_DFF_P_,0.32,debouncer.btn_sync_0$_DFF_P_
setup reg to reg,uart_receiver.d_idx[2]$_DFFE_PN0P_,3.05,uart_receiver.clock_ctr[0]$_DFFE_PN0P_
hold reg to reg,debouncer.btn_sync_1$_DFF_P_,0.32,debouncer.btn_sync_0$_DFF_P_
max in group asynchronous,transmitter.clock_ctr[29]$_DFFE_PN0P_,3.71,rst
min in group asynchronous,uart_receiver.clock_ctr[24]$_DFFE_PN0P_,0.67,rst
-- metal layers --
layer  vias to the layer above  wire length [um]  global-route usage, %
li1                       1964                 -                      -
met1                      1908              5290                  33.83
met2                        67              4609                  29.29
met3                        10               312                  3.291
met4                         0               114                  2.799
met5                         -                 0                      0
-- power by group --
part           leakage, nW  total [mW]  switching, mW  internal [mW]
logic                 1.11       0.315          0.197          0.118
clock network        0.309        1.10          0.373          0.729
registers             1.49       0.989         0.0714          0.917
total                 2.91        2.41          0.641           1.76
-- metrics by stage --
step	total power, mW	setup slack (ns)
2_1_floorplan	1.235	3.045
3_3_place_gp	1.312	2.337
3_5_place_dp	1.317	2.303
4_1_cts	2.423	2.718
5_1_grt	2.522	2.581
6_report	2.405	2.696
-- worst max-delay path, cell delays in order --
cell and delay, ns:
clkdlybuf4s50_1 0.78, inv_1 0.21, nor4_4 0.59, mux2_2 0.40
No activity file was given, so power comes from the tool's default toggle rates.
